### design/flow/design.v
module fpadd_40(x_40,y_40,res_40,clk_40,rst_40);
input [31:0] x_40,y_40;				      
output [31:0] res_40;				 
input clk_40,rst_40;
parameter menw_40=45;             
reg sing_x_40,sing_y_40;	 
reg [7:0] exp_x_40, exp_y_40,exp_res_40;		 
reg [menw_40:0] mes_x_40, mes_y_40,mes_res_40,mes_medi_40;	 
reg zero_40_x,zero_40_y;	
reg signres;		                     
reg [7:0] exp_res_40;	 
reg [31:0] resout_40;	 
integer int_exp_x,int_exp_y,int_exp_dif_40;	 
integer renorm_40,renorm_400,renorm_401,renorm_402,renorm_403,renorm_404,renorm_405;	 
parameter [menw_40:0] zero_40=0;
integer int_exp_dif_402,int_exp_dif_401,int_exp_dif_404,int_exp_dif_403,int_exp_dif_405,int_exp_dif_406,int_exp_dif_4000,int_exp_dif_400;
reg [menw_40:0] mes_y_402,mes_y_401,mes_y_403,mes_y_404;
reg [menw_40:0] mes_x_402,mes_x_401,mes_x_403,mes_x_404;
reg [menw_40:0] mes_res_401,mes_res_402,mes_res_403,mes_res_404,mes_res_4000,mes_res_400;
reg [7:0] exp_x_402,exp_x_401;
reg [7:0] exp_res_402,exp_res_401,exp_res_403,exp_res_404,exp_res_4000,exp_res_400;
reg sing_x_402,sing_x_401,sing_x_403;
reg sing_y_402,sing_y_401,sing_y_403;
reg signres2,signres1,signres3,signres4,signres5,signres6,signres00,signres0;
assign res_40=resout_40;
always @(*) begin
renorm_40=0;
  zero_40_x = (x_40[30:0]==0)?1:0;
  zero_40_y = (y_40[30:0]==0)?1:0;
  if( y_40[30:0] > x_40[30:0] ) begin
    exp_x_40 = y_40[30:23];
    exp_y_40 = x_40[30:23];
    sing_x_40 = y_40[31];
    sing_y_40 = x_40[31];
    mes_x_40 = (zero_40_y)?0:{ 2'b1, y_40[22:0],zero_40[menw_40:25]};
    mes_y_40 = (zero_40_x)?0:{ 2'b1, x_40[22:0],zero_40[menw_40:25]};
    signres=sing_x_40;
  end else begin
    sing_x_40 = x_40[31];
    sing_y_40 = y_40[31];
    exp_x_40 = x_40[30:23];
    exp_y_40 = y_40[30:23];
    mes_x_40 = (zero_40_x)?0:{ 2'b1, x_40[22:0],zero_40[menw_40:25]};
    mes_y_40 = (zero_40_y)?0:{ 2'b1, y_40[22:0],zero_40[menw_40:25]};
    signres=sing_x_40;
  end
  int_exp_x=exp_x_40;
  int_exp_y=exp_y_40;
  int_exp_dif_40=exp_x_40-exp_y_40;
int_exp_dif_402=int_exp_dif_401;
mes_y_402=mes_y_401;
mes_x_402=mes_x_401;
exp_x_402=exp_x_401;
sing_x_402=sing_x_401;
sing_y_402=sing_y_401;
signres2=signres1;
  if(int_exp_dif_402 > 24) begin
    exp_res_40=exp_x_402;
    mes_res_40=mes_x_402;
  end else begin
    exp_res_40=exp_x_402;
    mes_res_40=0;
    mes_y_402=(int_exp_dif_402[4])?{16'b0,mes_y_402[menw_40:16]}: {mes_y_402};
    mes_y_402=(int_exp_dif_402[3])?{ 8'b0,mes_y_402[menw_40:8 ]}: {mes_y_402};
    mes_y_402=(int_exp_dif_402[2])?{ 4'b0,mes_y_402[menw_40:4 ]}: {mes_y_402};
    mes_y_402=(int_exp_dif_402[1])?{ 2'b0,mes_y_402[menw_40:2 ]}: {mes_y_402};
    mes_y_402=(int_exp_dif_402[0])?{ 1'b0,mes_y_402[menw_40:1 ]}: {mes_y_402};
  end
mes_y_404=mes_y_403;
mes_x_404=mes_x_403;
mes_res_4000=mes_res_400;
exp_res_4000=exp_res_400;
signres00=signres0;
int_exp_dif_4000=int_exp_dif_400;
 if (int_exp_dif_4000 <=24) begin
    if(sing_x_403 == sing_y_403) 
       	mes_res_4000=mes_x_404+mes_y_404;
	 else mes_res_4000=mes_x_404-mes_y_404;
    mes_medi_40=mes_res_4000;
    if(mes_res_4000[menw_40]) begin
      mes_res_4000={1'b0,mes_res_4000[menw_40:1]};
      exp_res_4000=exp_res_4000+1;
    end
  end
mes_res_402=mes_res_401;
int_exp_dif_404=int_exp_dif_403;
signres4=signres3;
exp_res_402=exp_res_401;
renorm_403=renorm_402;
    if(mes_res_402[menw_40-1:menw_40-32]==0) begin 
	renorm_403[5]=1; mes_res_402={ 1'b0,mes_res_402[menw_40-33:0],32'b0 }; 
    end
    if(mes_res_402[menw_40-1:menw_40-16]==0) begin 
	renorm_403[4]=1; mes_res_402={ 1'b0,mes_res_402[menw_40-17:0],16'b0 }; 
    end
    if(mes_res_402[menw_40-1:menw_40-8]==0) begin 
	renorm_403[3]=1; mes_res_402={ 1'b0,mes_res_402[menw_40-9:0], 8'b0 }; 
    end
    if(mes_res_402[menw_40-1:menw_40-4]==0) begin 
	renorm_403[2]=1; mes_res_402={ 1'b0,mes_res_402[menw_40-5:0], 4'b0 }; 
    end
    if(mes_res_402[menw_40-1:menw_40-2]==0) begin 
	renorm_403[1]=1; mes_res_402={ 1'b0,mes_res_402[menw_40-3:0], 2'b0 }; 
    end
    if(mes_res_402[menw_40-1   ]==0) begin 
	renorm_403[0]=1; mes_res_402={ 1'b0,mes_res_402[menw_40-2:0], 1'b0 }; 
    end
mes_res_404=mes_res_403;
signres6=signres5;
renorm_405=renorm_404;
exp_res_404=exp_res_403;
int_exp_dif_406=int_exp_dif_405;
  if (int_exp_dif_406 <=60)
  begin
    if(mes_res_404 != 0) begin
      if(mes_res_404[menw_40-24:0]==0 && mes_res_404[menw_40-24]==1) begin
	if(mes_res_404[menw_40-11]==1) mes_res_404=mes_res_404+{1'b1,zero_40[menw_40-11:0]};
      end else begin
        if(mes_res_404[menw_40-54]==1) mes_res_404=mes_res_404+{1'b1,zero_40[menw_40-24:0]};
      end
      exp_res_404=exp_res_404-renorm_405;
      if(mes_res_404[menw_40-1]==0) begin
       exp_res_404=exp_res_404+1;
       mes_res_404={1'b0,mes_res_404[menw_40-1:1]};
      end
    end else begin
      exp_res_404=0;
      signres6=0;
    end
  end
resout_40={signres6,exp_res_404,mes_res_404[menw_40-2:menw_40-24]};
end
always @(posedge clk_40 or posedge rst_40)
begin
	if (rst_40) 
begin
int_exp_dif_401<=0;
mes_x_401<=0;
mes_y_401<= 0;
exp_x_401 <= 0;
sing_x_401<=0;
sing_y_401<=0;
signres1<=0;
renorm_401<=0;
mes_y_403 <= 0;
mes_x_403 <= 0;
sing_x_403 <= 0;
sing_y_403 <= 0;
mes_res_400 <= 0;
renorm_400 <= 0;
signres0 <= 0;
int_exp_dif_400 <= 0;
exp_res_400 <= 0;
mes_res_401 <= 0;
int_exp_dif_403<= 0;
signres3 <= 0;
exp_res_401<= 0;
renorm_402 <= 0;
mes_res_403<=  0;
signres5<= 0;
renorm_404<= 0;
exp_res_403<= 0;
int_exp_dif_405 <= 0;
end
	else begin
	int_exp_dif_401<= #1 int_exp_dif_40;
	mes_x_401<=#1 mes_x_40;
	mes_y_401<= #1 mes_y_40;
	exp_x_401 <= #1 exp_x_40;
	sing_x_401<= #1 sing_x_40;
	sing_y_401<= #1 sing_y_40;
	signres1<= #1 signres;
	renorm_401<= renorm_40;
	mes_y_403 <= #1 mes_y_402;
	mes_x_403 <= #1 mes_x_402;
	sing_x_403 <= #1 sing_x_402;
	sing_y_403 <= #1 sing_y_402;
	mes_res_400 <= #1 mes_res_40;
	renorm_400 <= renorm_401;
	signres0 <= #1 signres2;
	int_exp_dif_400 <= #1 int_exp_dif_402;
	exp_res_400 <= #1 exp_res_40;
	mes_res_401 <= #1 mes_res_4000;
	int_exp_dif_403<= #1 int_exp_dif_402;
	signres3 <= #1 signres00;
	exp_res_401<= #1 exp_res_4000;
	renorm_402 <= #1 renorm_400;
	mes_res_403 <= #1 mes_res_402;
	signres5 <= #1 signres4;
	renorm_404 <= #1 renorm_403;
	exp_res_403 <= #1 exp_res_402;
	int_exp_dif_405 <= #1 int_exp_dif_404;
	end
end
endmodule
### design/flow/run.sh
#!/bin/bash
# OpenROAD 26Q1-2900-gdf79404cd8, Yosys 0.63+post, stock flow scripts
make -C /OpenROAD-flow-scripts/flow DESIGN_CONFIG=/design/flow/config.mk WORK_HOME=/design/flow/orfs finish
### design/flow/config.mk
export PLATFORM = sky130hd
export DESIGN_NAME = fpadd_40
export DESIGN_NICKNAME = fpadd_40
export VERILOG_FILES = /design/flow/design.v
export SDC_FILE = /design/flow/constraint.sdc
export NUM_CORES = 4
export LEC_CHECK = 1
export CORE_UTILIZATION = 30
### design/flow/constraint.sdc
current_design fpadd_40

set clk_period 31.0
set clk_io_pct 0.2

create_clock -name clk0 -period $clk_period [get_ports {clk_40}]

set non_clock_inputs [all_inputs -no_clocks]
set_input_delay [expr $clk_period * $clk_io_pct] -clock clk0 $non_clock_inputs
set_output_delay [expr $clk_period * $clk_io_pct] -clock clk0 [all_outputs]
==> run summary <==
impl run done, here's what came out: maximum vdd drop=0.0395 mV, Avg Cell Area, Syn=9.22 um2, number of global-route vias before repair=14.0k, yosys synthesis chip area=18400 um2, RSZ-0062 raised after global routing=no, routability cong.=0.955, Post-synth EDFFs=0, TritonCTS clock tree=built, Leak=9.18 nW, Top-area cell share=41.1%, clock sinks=302, synth warn=2, Final HPWL DP=37200 um, DR vias/cell=5.15, share of layout cells above drive strength 1=8.72%, Unique cell types=83, Pre-antenna DRT Iters=5, DIE AREA=62300 um2, die height=250 um, fmax=0.0984 GHz, GRT overflow=0, Worst-path clk slew=0.06 ns, Dominant comb cell=AND-OR/OR-AND gates, R2R Setup Slk=24.72 ns, Die Width=250 um, Final Cycle Share=32.8%, yosys simple share=15.8%, P per Cell Area=100 nW/um2, initial antenna violation count=1, setup repair bufs after CTS=0, Total Power=2.15 mW, final WL=48600 um, Final Util=35.4%, H-Tree Depth=2, Slew HR=46.7%, cts hold-fix bufs=0, Longest Clk Path Bufs=3, Worst Hold End=exp_res_403[1]$_DFF_PP0_, core box area=60500 um2, final tally of max-slew violations=0, Worst Setup Start Kind=primary input, sequential fraction of the synthesis area=41.1%, Layout area overhead=16.3%, dominant register cell=dfrtp_1, WL per Instance=17.0 um, via count=14.7k, CP arrival=10.64 ns, Log Warnings=29, Crit. End Element=register, most frequent cells after synthesis=dfrtp_1 (302), nand2_1 (210), o21ai_0 (202), Layout fillers=5897, Overall Global Routing Usage=16.0%, Std-Cell Rows=90, count leader, synth=dfrtp_1, pin count of the biggest net entering global routing=108, XOR/XNOR Area Share=4.24%, Max-cap violations=0, hold_sp=exp_res_401[1]$_DFF_PP0_, Setup Skew=0.0235 ns, final hold vios=0, total CTS buffers=35, CP Data Required Time=31.48 ns, top cells by area=dfrtp_1 (41%), mux2i_1 (9.1%), o21ai_0 (5.5%), global-route wire length before repair=77900 um, Synth area leader=dfrtp_1, Post-Synth AOI/OAI Area=16.4%, WHS=0.343 ns, Hold Path Stages=0, Adder Area Share=4.71%, Worst-Margin Slew=0.800 ns, final setup fails=0, Hold WC Path Type=register to register, Registers, synthesis=302, crit path time final=10.16 ns, status=completed, Cells after Synth=1993, reg2reg path depth=20, fp util=30.4%, critical-path maximum fanout=55, Synth mux share=13.5%, Iteration-0 DRC Markers=902, setup TNS=0 ns, Resized cells post-CTS=0, Residual DRC=0, io pins=98, Mapped Area=18400 um2, clk latency of the worst-skew pair=0.55 ns, CTS root buffer=clkbuf_16, Reg2Reg Capture Point=mes_res_401[41]$_DFF_PP0_, CP Class=primary input to register, R2R Path Start=mes_y_403[3]$_DFF_PP0_, port buffer count=97, Antenna Nets Post-Route=0, # Cells Yosys=1993, Async SR Flop Fraction=100%
[per-layer routing]
layer / GRT usage [%] / vias up / wire length [um]
li1: - / 7200 / -
met1: 23.9 / 6942 / 22700
met2: 25.1 / 463 / 22100
met3: 2.21 / 75 / 2620
met4: 3.72 / 0 / 1150
met5: 0 / - / 0
[power by group]
group          switching (mW)  internal (mW)
clock network           0.158          0.270
logic                   0.589          0.490
registers               0.119          0.520
total                   0.866           1.28
[cell type report]
cell class	count	area, um2	area share [%]
multi-input cells	1498	10100	47.3
diodes	1	2.50	0.0117
clock inverters	12	184	0.860
repair buffers	125	1180	5.52
flip-flops and latches	302	7560	35.4
well taps	782	978	4.58
clock buffers	50	1050	4.93
inverters	78	305	1.43
[worst max path at each step]
| stage | from | end | slack [ns] |
|---|---|---|---|
| after global routing | x_40[27] | int_exp_dif_401[8]$_DFF_PP0_ | 20.42 |
| final | x_40[27] | int_exp_dif_401[8]$_DFF_PP0_ | 20.84 |
| after CTS | x_40[27] | int_exp_dif_401[8]$_DFF_PP0_ | 20.83 |
[through the flow]
| stage | setup slack [ns] | cells | area [um2] |
|---|---|---|---|
| detailed placement | 20.27 | 2785 | 20100 |
| CTS | 20.83 | 2847 | 21400 |
| finish | 20.84 | 2848 | 21400 |
| floorplan | 16.45 | 1993 | 18400 |
| global route | 20.42 | 2847 | 21400 |
| global placement | 20.28 | 2785 | 20100 |
[cell usage in the layout, fill, tap and decap left out, drive strengths merged, types with 18 or more instances in the layout]
cell type / count
a211oi: 26
a21o: 18
a21oi: 117
and2: 35
buf: 28
clkbuf: 50
clkdlybuf4s50: 97
dfrtp: 302
ha: 66
inv: 76
mux2: 54
mux2i: 168
nand2: 212
nand3: 19
nand4: 20
nor2: 172
nor2b: 34
nor3: 31
nor4: 44
o21ai: 208
xnor2: 48
xor2: 41
[logic make-up (layout without fill, tap and decap cells)]
group                      Yosys count  count (layout)
DFF                                302             302
adders and majority gates           68              68
muxes                              230             230
buffers and inverters              193             265
and+or+nand+nor                    618             618
other                                0               1
AOI/OAI and AO/OA                  493             493
xor gates and xnor gates            89              89
[worst max-delay path, cell delays in order]
cell             delay [ns]
clkdlybuf4s50_1        0.59
inv_1                  0.10
ha_1                   0.42
nand4_1                0.20
nor4_1                 0.39
nand2_1                0.10
nor3_1                 0.49
inv_1                  0.23
nand2_1                0.12
buf_4                  0.42
a22oi_1                0.23
ha_1                   0.23
nor2_1                 0.15
o21ai_0                0.15
a311oi_1               0.42
a21bo_2                0.20
[flip-flops by register name, summed over array words and instances, names as in the netlist, 9 cells and up]
| signal | flops |
|---|---|
| int_exp_dif_401 | 9 |
| int_exp_dif_403 | 9 |
| int_exp_dif_405 | 9 |
| mes_res_400 | 24 |
| mes_res_401 | 45 |
| mes_res_403 | 45 |
| mes_x_401 | 24 |
| mes_x_403 | 24 |
| mes_y_401 | 24 |
| mes_y_403 | 45 |
Power and IR drop assume default switching activity.
