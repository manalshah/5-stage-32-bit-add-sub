File: design/flow/run.sh
#!/bin/bash
# OpenROAD 26Q1-2900-gdf79404cd8, Yosys 0.63+post, stock flow scripts
make -C /OpenROAD-flow-scripts/flow DESIGN_CONFIG=/design/flow/config.mk WORK_HOME=/design/flow/orfs finish
File: design/flow/config.mk
export PLATFORM = sky130hd
export DESIGN_NAME = unfp_40
export DESIGN_NICKNAME = unfp_40
export VERILOG_FILES = /design/flow/design.v
export SDC_FILE = /design/flow/constraint.sdc
export NUM_CORES = 4
export LEC_CHECK = 1
export CORE_UTILIZATION = 50
File: design/flow/constraint.sdc
current_design unfp_40

set clk_period 46.5
set clk_io_pct 0.2

create_clock -name clk0 -period $clk_period

set non_clock_inputs [all_inputs -no_clocks]
set_input_delay [expr $clk_period * $clk_io_pct] -clock clk0 $non_clock_inputs
set_output_delay [expr $clk_period * $clk_io_pct] -clock clk0 [all_outputs]
File: design/flow/design.v
module unfp_40(x_40,y_40,res_40,rst_40, clk_40);
input [31:0] x_40,y_40;                    
input clk_40,rst_40;
output [31:0] res_40;	                  
parameter menw_40=46;                
reg sing_x_40,sing_y_40;			     
reg [7:0] exp_x_40, exp_y_40,exp_res_40;		 
reg [menw_40:0] mes_x_40, mes_y_40,mes_medi_40,mes_res_40;  
reg za_40,zb_40;			         
reg sign_res_40;		                     
reg [31:0] res_out_40;	                    	        
integer int_exp_x,int_exp_y,int_exp_dif_40;	 
integer renorm_40;		                     
parameter [menw_40:0] zero_40=0;
assign res_40=res_out_40;
always @(*) begin
  za_40 = (x_40[30:0]==0)?1:0;
  zb_40 = (y_40[30:0]==0)?1:0;
  renorm_40=0;
  if( y_40[30:0] > x_40[30:0] ) begin
    exp_x_40 = y_40[30:23];
    exp_y_40 = x_40[30:23];
    sing_x_40 = y_40[31];
    sing_y_40 = x_40[31];
    mes_x_40 = (zb_40)?0:{ 2'b1, y_40[22:0],zero_40[menw_40:25]};   
    mes_y_40 = (za_40)?0:{ 2'b1, x_40[22:0],zero_40[menw_40:25]};   
    sign_res_40=sing_x_40;                                       
  end else begin
    sing_x_40 = x_40[31];
    sing_y_40 = y_40[31];
    exp_x_40 = x_40[30:23];
    exp_y_40 = y_40[30:23];
    mes_x_40 = (za_40)?0:{ 2'b1, x_40[22:0],zero_40[menw_40:25]};
    mes_y_40 = (zb_40)?0:{ 2'b1, y_40[22:0],zero_40[menw_40:25]};
    sign_res_40=sing_x_40;
  end
  int_exp_x=exp_x_40;
  int_exp_y=exp_y_40;
  int_exp_dif_40=exp_x_40-exp_y_40;                          
  if(int_exp_dif_40 > 24) begin                              
    exp_res_40=exp_x_40;                                     
    mes_medi_40=mes_x_40;
  end else begin                                             
    exp_res_40=exp_x_40;
    mes_y_40=(int_exp_dif_40[5])?{32'b0,mes_y_40[menw_40:32]}: {mes_y_40};
    mes_y_40=(int_exp_dif_40[4])?{16'b0,mes_y_40[menw_40:16]}: {mes_y_40};
    mes_y_40=(int_exp_dif_40[3])?{ 8'b0,mes_y_40[menw_40:8 ]}: {mes_y_40};
    mes_y_40=(int_exp_dif_40[2])?{ 4'b0,mes_y_40[menw_40:4 ]}: {mes_y_40};
    mes_y_40=(int_exp_dif_40[1])?{ 2'b0,mes_y_40[menw_40:2 ]}: {mes_y_40};
mes_y_40=(int_exp_dif_40[0])?{ 1'b0,mes_y_40[menw_40:1 ]}: {mes_y_40};
    if(sing_x_40 == sing_y_40) 
mes_medi_40=mes_x_40+mes_y_40;                           
    else mes_medi_40=mes_x_40-mes_y_40;
    mes_res_40=mes_medi_40;
    renorm_40=0;
if(mes_medi_40[menw_40]) begin                         
      mes_medi_40={1'b0,mes_medi_40[menw_40:1]};
      exp_res_40=exp_res_40+1;
    end
   if(mes_medi_40[menw_40-1:menw_40-16]==0) begin 
	renorm_40[4]=1; mes_medi_40={ 1'b0,mes_medi_40[menw_40-17:0],16'b0 }; 
    end
    if(mes_medi_40[menw_40-1:menw_40-8]==0) begin 
	renorm_40[3]=1; mes_medi_40={ 1'b0,mes_medi_40[menw_40-9:0], 8'b0 }; 
    end
    if(mes_medi_40[menw_40-1:menw_40-4]==0) begin 
	renorm_40[2]=1; mes_medi_40={ 1'b0,mes_medi_40[menw_40-5:0], 4'b0 }; 
    end
    if(mes_medi_40[menw_40-1:menw_40-2]==0) begin 
	renorm_40[1]=1; mes_medi_40={ 1'b0,mes_medi_40[menw_40-3:0], 2'b0 }; 
    end
    if(mes_medi_40[menw_40-1   ]==0) begin 
	renorm_40[0]=1; mes_medi_40={ 1'b0,mes_medi_40[menw_40-2:0], 1'b0 }; 
    end
  end
  res_out_40={sign_res_40,exp_res_40,mes_medi_40[menw_40-2:menw_40-24]};
end
endmodule
==> impl_metrics.json <==
{
  "fp_util": 0.510,
  "die_width_um": 148,
  "place_hpwl_um": 36500,
  "power.leakage_uw": 0.00450,
  "post_drt_antenna_nets": 0,
  "detail_route.antenna_diodes": 0,
  "post_synth.cell_area_avg_sq_um": 6.56,
  "critical-path-max-stage-delay_ns": 0.72,
  "place.port_buffers": 96,
  "ys_warn_count": 1,
  "ir_worst_vdd_mv": 0.0285,
  "fin_area_sq_mm": 0.0117,
  "final_layout_top_logic_cell": "nand2_1",
  "grt_max_degree": 62,
  "clock.fmax_mhz": 29.2,
  "grtUsageTotal": 0.425,
  "finalWeightedCongestion": 1.05,
  "max-slew-margin-rel": 0.244,
  "openroad.warnings": 35,
  "cellPowerDensity_mw_per_mm2": 50.7,
  "hold_violation_total_from_the_final_report": 0,
  "ctsResizeCount": 0,
  "dpl-instance-area_sq_mm": 0.0117,
  "routed_wirelength_um": 46300,
  "worst_setup_path_start_kind": "input pin",
  "postLayoutCoreUtil": 0.560,
  "worstHoldPathType": "input pin to output port",
  "cts_setup_buffers": 0,
  "route.detailed.vias_per_inst": 6.85,
  "criticalPathCategory": "input pin to output port",
  "grt_pass1_vias": 11700,
  "detail_route.wl_per_cell_um": 24.0,
  "die_height_um": 148,
  "post_syn_area_sq_mm": 0.0107,
  "report.final.setup_viol": 0,
  "lay_top_cells": "176 x nand2_1, 148 x nor2_1, 126 x a21oi_1",
  "post-route-min-period_ns": 34.22,
  "drt-pass1-iter-count": 9,
  "path_max_fanout": 20,
  "number_of_primary_i_o_pins": 98,
  "yosys_cells": 1628,
  "postSynthCellCount": 1628,
  "final.setup.worst_slack_ns": 12.28,
  "timing.max_cap.violations": 0,
  "core_region_area_sq_mm": 0.0210,
  "grt_first_pass_wirelength_um": 70700,
  "final_max_slew_viol_count": 0,
  "area.sequential_sq_um": 0,
  "final.period_utilization": 0.736,
  "yosys.cell_types.count": 103,
  "initialDrtViolationCount": 1641,
  "result_of_the_run": "complete, no violations",
  "setup_total_negative_slack_ns": 0,
  "yosysSeqAreaShare": 0,
  "critical_path.slowest_cell": "a211oi_1",
  "unrepaired_setup_endpoints_after_global_routing": "no",
  "crit_path_end_kind": "output port",
  "timing_worst_slew_pin_value_ns": 1.11,
  "seq_cell_count": 0,
  "detail_route.drc_violations": 0,
  "critPathArrivalTime_ns": 24.92,
  "power_uw": 596,
  "chipArea_sq_mm": 0.0220,
  "dr_total_vias": 13200,
  "clockBufferCount": 0,
  "grt_antenna_before_repair": 0,
  "post-place-ws_ns": 12.87,
  "ys_area_sq_mm": 0.0107,
  "drive_above_1_share": 0.0889,
  "floorplan.rows": 53,
  "postCtsHoldBufs": 0,
  "num-fill-cells": 2110,
  "cp_data_required_time_ns": 37.20,
  "grt_overflow_total": 0,
  "area_growth_syn_to_layout_pct": 9.92
}
==> cell families after synthesis <==
logic type	count (synthesis)	share of synthesized area
adder cells (fa/ha/maj)	59	0.0698
AND-OR/OR-AND	579	0.383
XOR/XNOR	81	0.0689
AND/OR/NAND/NOR	598	0.268
buffers and inverters	177	0.0790
multiplexers	134	0.131
==> through the flow <==
step | hold slack, ns | instances
after CTS | 19.66 | 1929
after global routing | 19.70 | 1929
after detailed placement | 19.65 | 1929
after floorplan | 18.73 | 1628
after global placement | 19.66 | 1929
final | 19.65 | 1929
==> report_power, final <==
part | total [uW] | internal (uW) | switching [uW]
Clock | 0 | 0 | 0
Combinational | 596 | 224 | 372
Sequential | 0 | 0 | 0
Total | 596 | 224 | 372
==> cell usage after synthesis (14+ instances only) <==
master    count  share of area
nand2_1     176          0.062
nor2_1      149          0.052
a21oi_1     128          0.060
o21ai_0     115          0.054
mux2i_1     111           0.10
inv_1        64          0.022
ha_1         58          0.068
nor3_1       57          0.027
nand3_1      56          0.026
xnor2_1      52          0.043
a211oi_1     46          0.032
clkbuf_1     46          0.016
xor2_1       27          0.022
buf_2        26          0.012
nand4_1      26          0.015
nor4_1       24          0.014
a31oi_1      23          0.013
o211ai_1     23          0.016
o31ai_1      19          0.013
a21o_1       18          0.013
mux2_2       18          0.019
or3_1        18          0.011
o21a_1       17          0.012
or2_2        15         0.0088
buf_4        14         0.0098
==> path summary, 6_finish.rpt <==
kind | from | end | slack, ns | cells after the start
setup / recovery | x_40[4] | res_40[18] | 12.28 | 49
hold / removal | x_40[31] | res_40[31] | 19.65 | 4
==> critical path, delay by kind of cell <==
kind            cells  cell delay (ns)
mux                 5             1.46
buf+inv             4             1.56
compound gates     19             6.32
simple gates       16             4.77
fa+ha+maj           3             0.74
xor+xnor            2             0.76
==> layout make-up <==
class,instances,area (sq um),area share
inverters,65,244,0.0208
repair buffers,138,1280,0.109
well taps,275,344,0.0293
multi-input cells,1451,9880,0.841
==> metal layers <==
| metal | track usage | vias up | wire [um] |
|---|---|---|---|
| li1 | - | 6258 | - |
| met1 | 0.631 | 6118 | 20200 |
| met2 | 0.619 | 740 | 19100 |
| met3 | 0.0792 | 106 | 5230 |
| met4 | 0.128 | 0 | 1750 |
| met5 | 0 | - | 0 |
